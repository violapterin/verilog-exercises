## /design/flow/run.sh

```bash
#!/bin/bash
# OpenROAD 26Q1-2900-gdf79404cd8, Yosys 0.63+post, stock flow scripts
make -C /OpenROAD-flow-scripts/flow DESIGN_CONFIG=/design/flow/config.mk WORK_HOME=/design/flow/orfs finish
```

## /design/flow/config.mk

```make
export PLATFORM = sky130hd
export DESIGN_NAME = controller
export DESIGN_NICKNAME = controller
export VERILOG_FILES = /design/flow/design.v
export SDC_FILE = /design/flow/constraint.sdc
export NUM_CORES = 4
export LEC_CHECK = 1
export CORE_AREA = 10 10 70 70
export DIE_AREA = 0 0 80 80
```

## /design/flow/constraint.sdc

```tcl
current_design controller

set clk_period 1.0
set clk_io_pct 0.2

create_clock -name clk0 -period $clk_period [get_ports {clk}]

set non_clock_inputs [all_inputs -no_clocks]
set_input_delay [expr $clk_period * $clk_io_pct] -clock clk0 $non_clock_inputs
set_output_delay [expr $clk_period * $clk_io_pct] -clock clk0 [all_outputs]
```

## /design/flow/design.v

```verilog
`timescale 1ns / 1ps
module controller(
    input clk, clr, we_move, 
    input wire start,
    output reg start_bit, norman, valid
    );
    reg [1:0] state, next_state;
    parameter start_s = 3'd0, norman_s = 3'b1, valid_s = 3'd2;
    always @(negedge clk or posedge clr) begin
        if (clr) state = start_s;
        else begin
            state = next_state;
        end
    end
    always @(start or state or we_move or valid) begin
        case(state)
            start_s: begin
                if (start == 0) next_state = start_s; 
                else if (start == 1) next_state = norman_s;
                else next_state = start_s;
            end
            norman_s: next_state = valid_s;
            valid_s: begin
                 if (start) next_state = start_s; 
                 else next_state = valid_s; 
            end
            default: next_state = start_s;
        endcase
    end
    always @(state) begin
        case(state)
            start_s: begin
                start_bit = 1;
                norman = 0;
                valid = 0;
            end
            norman_s: begin
                start_bit = 0;
                norman = 1;
                valid = 0;
            end
            valid_s: begin
                start_bit = 0;
                norman = 0;
                valid = 1;
            end
        endcase
    end
endmodule
```

==> results.sh <==
# physical design summary
export IMPL_antenna_found_initial=0
export IMPL_synth_top_cell_by_area="dfrtn_1"
export IMPL_wirelength_um=389
export IMPL_lay_top_cells="4 x clkdlybuf4s50_1, 3 x inv_1, 3 x clkbuf_4, 3 x dlxtn_1, 2 x dfrtn_1"
export IMPL_grt_overflow=0
export IMPL_start_kind="primary input"
export IMPL_required_ns=0.71
export IMPL_crit_path_max_incr_delay_ns=0.30
export IMPL_numCtsBuffers=3
export IMPL_final_cells=70
export IMPL_untimed_endpoints=6
export IMPL_maxSlewHeadroom=0.830
export IMPL_critPathArrivalTime_ns=0.63
export IMPL_top_area_frac=0.292
export IMPL_warnings=28
export IMPL_cts_buffer_depth=2
export IMPL_yosys_area_um2=171
export IMPL_netlist_area_um2=171
export IMPL_ys_cells=14
export IMPL_post_cts_buffers=0
export IMPL_grt_max_degree=6
export IMPL_netlist_instances=14
export IMPL_grt_first_pass_wirelength_um=607
export IMPL_fp_dieH_um=80
export IMPL_worstMarginPinSlew_ns=0.253
export IMPL_hold_path_endpoint="state[1]"
export IMPL_fin_worst_skew_ns=0.0424
export IMPL_ant_nets=0
export IMPL_power_uw=359
export IMPL_numSynthFlops=6
export IMPL_synth_warnings=1
export IMPL_wl_per_cell_um=5.56
export IMPL_nFillCells=403
export IMPL_pre_cts_ws_ns=-0.663
export IMPL_postSynthAreaPerCell_um2=12.2
export IMPL_status="complete, no violations"
export IMPL_rows=21
export IMPL_holdCritStartpoint="state[2]"
export IMPL_hp_class="reg -> reg"
export IMPL_utilization=0.0905
export IMPL_crit_family="multiplexers"
export IMPL_power_leakage_uw=0.000145
export IMPL_path_cells="buf_2 -> mux2_4"
export IMPL_reg2reg_depth=1
export IMPL_r2r_slack_ns=0.27
export IMPL_setup_slack_ns=0.0826
export IMPL_fp_util=0.0502
export IMPL_clock_latency_ns=0.29
export IMPL_synthDistinctLibCells=9
export IMPL_unclocked_pins=3
export IMPL_place_inst=66
export IMPL_setup_violations_final=0
export IMPL_ys_top_cells_by_area="dfrtn_1 29%, dlxtn_1 26%, dfstp_2 15%, mux2_4 8.8%, inv_1 6.6%"
export IMPL_dieArea_um2=6400
export IMPL_slew_violations=0
export IMPL_die_x_um=80
export IMPL_min_path_cells=1
export IMPL_firstDrtPassIters=4
export IMPL_vias=122
export IMPL_power_density_nw_per_um2=1160
export IMPL_critPathCaptureType="flop"
export IMPL_rsz0062_at_grt="no"
export IMPL_boundaryPins=7
export IMPL_cts_tree="done"
export IMPL_cts_clk_slew_worst_paths_ns=0.03
export IMPL_drc=0
export IMPL_portBuffers=5
export IMPL_crit_buf_inv=1
export IMPL_cts_root_buf="clkbuf_4"
export IMPL_antenna_cells=0
export IMPL_lay_top_count="clkdlybuf4s50_1"
export IMPL_crit_slowest_cell="mux2_4"
export IMPL_crit_type="in -> reg"
export IMPL_ir_drop_mv=0.141
export IMPL_gp_congestion=0.642
export IMPL_area_growth_pct=80.3
export IMPL_hold_viol_final=0
export IMPL_drive_above_1_share=0.375
export IMPL_grt_pass1_vias=152
export IMPL_routed_via_density=1.74
export IMPL_core_area_um2=3420
export IMPL_drtIter0Drc=4
export IMPL_worstPathMaxFanout=3
export IMPL_htreeDepth=1
export IMPL_grtUsageTotal=0.0130
export IMPL_cap_violations=0
==> cell usage after synthesis, drive strengths merged <==
cell type	count
nor2	1
dlxtn	3
and2	1
mux2	1
dfrtn	2
dfstp	1
inv	3
a21o	1
nor3	1
==> timing repair <==
item | 4_1_cts | 5_1_grt
endpoints found under the setup margin | 3 | 0
gates resized | 4 | 0
hold buffers | 0 | 0
==> power breakdown <==
part	total (uW)	switching, uW	leakage (uW)	internal, uW
clock network	221	75.7	0.0000245	145
registers	123	0	0.0000618	123
logic	15.2	6.63	0.0000583	8.58
==> per-stage QoR <==
step	setup TNS, ns	hold WS [ns]	cell area (um2)
detailed placement	-1.90	0.460	288
floorplan	-0.0512	0.344	173
global placement	-1.84	0.445	288
global route	0	0.478	309
finish	0	0.454	309
CTS	0	0.460	309
==> cell type report <==
class | instances | area (um2) | area share
sequential | 6 | 121 | 0.393
clock inverter | 2 | 7.51 | 0.0243
timing repair buffer | 6 | 52.6 | 0.170
clock buffer | 3 | 22.5 | 0.0729
multi-input combinational | 5 | 40.0 | 0.130
inverter | 2 | 7.51 | 0.0243
tap | 46 | 57.6 | 0.186
==> per-layer routing <==
metal  up-vias  wire [um]  GRT usage
met3         0         96     0.0193
met4         0          0    0.00880
li1         64          -          -
met2         5        165     0.0161
met5         -          0          0
met1        53        127    0.00934
==> logic make-up after synthesis <==
| logic type | share of synthesized area |
|---|---|
| AND-OR/OR-AND | 0.0438 |
| flip-flops | 0.445 |
| buffers and inverters | 0.0657 |
| multiplexers | 0.0876 |
| latches | 0.263 |
| AND/OR/NAND/NOR | 0.0949 |
==> how the worst max path moves through the flow <==
stage | from | end | slack, ns | cells past startpoint
6_report | start | flop | 0.08 | 2
4_1_cts | start | flop | 0.09 | 2
5_1_grt | start | flop | 0.09 | 2
Power figures rest on the tool's default switching activity, not on a simulated workload.
