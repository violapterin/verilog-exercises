## ./design.v

```verilog
`timescale 1ns / 1ps
module boothEncode(
    input [2:0] bits,
    input [3:0] A,
    output [9:0] y
    );
	 wire [5:0] A1 = {2'b0, A};
	 reg [5:0] x;
	 assign y = {x, 4'b0};
	 always @(bits or A1)
		case(bits)
			0: x = 0;
			1: x = A1;
			2: x = A1;
			3: x = A1<<1;
			4: x = ~(A1<<1) + 1;
			5: x = ~A1 + 1;
			6: x = ~A1 + 1;
			7: x = 0;
			default: x = 0;
		endcase
endmodule
`timescale 1ns / 1ps
module boothMult(
    input [3:0] A,
    input [3:0] B,
    output [7:0] P
    );
	wire signed [9:0] x1, x2, x3;
	wire signed [9:0] P1, P2, P3;
	boothEncode b1({B[1:0], 1'b0}, A, x1);
	boothEncode b2(B[3:1], A, x2);
	boothEncode b3({2'b0, B[3]}, A, x3);
	assign P1 = x1;
	assign P2 = (P1>>>2) + x2;
	assign P3 = (P2>>>2) + x3;
	assign P = P3[7:0];
endmodule
```

## ./run.sh

```bash
#!/bin/bash
# OpenROAD 26Q1-2900-gdf79404cd8, Yosys 0.63+post, stock flow scripts
make -C /OpenROAD-flow-scripts/flow DESIGN_CONFIG=/design/flow/config.mk WORK_HOME=/design/flow/orfs finish
```

## ./config.mk

```make
export PLATFORM = sky130hd
export DESIGN_NAME = boothMult
export DESIGN_NICKNAME = boothMult
export VERILOG_FILES = /design/flow/design.v
export SDC_FILE = /design/flow/constraint.sdc
export NUM_CORES = 4
export LEC_CHECK = 1
export CORE_AREA = 10 10 70 70
export DIE_AREA = 0 0 80 80
```

## ./constraint.sdc

```tcl
current_design boothMult

set clk_period 6.4
set clk_io_pct 0.2

create_clock -name clk0 -period $clk_period

set non_clock_inputs [all_inputs -no_clocks]
set_input_delay [expr $clk_period * $clk_io_pct] -clock clk0 $non_clock_inputs
set_output_delay [expr $clk_period * $clk_io_pct] -clock clk0 [all_outputs]
```

==> flow_summary.html <==
<p>Metrics extracted from the flow reports.</p>
<table>
<tr><th>Metric</th><th>Value</th></tr>
<tr><th colspan="2">Layout</th></tr>
<tr><td>Ratio of cells with drive above 1 in the final layout</td><td>25.41%</td></tr>
<tr><td>Sequential cell area</td><td>0 um^2</td></tr>
<tr><td>Leading cell types in the layout, fill and taps excluded</td><td>sky130_fd_sc_hd__clkdlybuf4s50_1, sky130_fd_sc_hd__buf_4, sky130_fd_sc_hd__mux2i_1</td></tr>
<tr><td>Most common logic cell in the routed design</td><td>sky130_fd_sc_hd__clkdlybuf4s50_1</td></tr>
<tr><td>Clock buffer count</td><td>0</td></tr>
<tr><td>Flop count</td><td>0</td></tr>
<tr><td>Finished Core Util</td><td>32.09%</td></tr>
<tr><td>Growth of design area from synthesis to finish</td><td>40.16%</td></tr>
<tr><td>Number of filler instances in the final layout</td><td>372</td></tr>
<tr><th colspan="2">Timing</th></tr>
<tr><td>Peak clock frequency supported by timing</td><td>163.7 MHz</td></tr>
<tr><td>Setup repair after global routing missed its margin</td><td>false</td></tr>
<tr><td>Setup-violating endpoint count in the final report</td><td>0</td></tr>
<tr><td>Slew Viols, Final</td><td>0</td></tr>
<tr><td>Min Tclk post-route</td><td>6.111 ns</td></tr>
<tr><td>Final hold violations</td><td>0</td></tr>
<tr><td>Setup tns final</td><td>0 ns</td></tr>
<tr><td>Final Cycle Share</td><td>95.48%</td></tr>
<tr><td>Worst slew pin tran</td><td>0.5371 ns</td></tr>
<tr><td>Max-slew headroom at the worst pin</td><td>64.13%</td></tr>
<tr><th colspan="2">Floorplanning</th></tr>
<tr><td>Pre-Place Util</td><td>22.89%</td></tr>
<tr><td>Placeable core region</td><td>3416 um^2</td></tr>
<tr><td>Die width</td><td>80 um</td></tr>
<tr><td>Die Y-Extent</td><td>80 um</td></tr>
<tr><td>Total Die Area</td><td>6400 um^2</td></tr>
<tr><td>Number of top-level design ports</td><td>16</td></tr>
<tr><td>Placement Rows</td><td>21</td></tr>
<tr><th colspan="2">Clock tree</th></tr>
<tr><td>Hold Buf Count CTS</td><td>0</td></tr>
<tr><td>Post-cts resize count</td><td>0</td></tr>
<tr><td>Total setup buffers inserted after CTS</td><td>0</td></tr>
<tr><th colspan="2">Pwr</th></tr>
<tr><td>Portion of total power attributed to sequential cells</td><td>0%</td></tr>
<tr><td>Internal power contribution</td><td>0.08033 mW</td></tr>
<tr><td>Power per unit of standard cell area</td><td>121.7 nW/um^2</td></tr>
<tr><td>Proportion of power drawn by combinational gates</td><td>100.0%</td></tr>
<tr><td>Fraction of power spent switching nets</td><td>39.80%</td></tr>
<tr><td>Reported leakage power</td><td>0.4968 nW</td></tr>
<tr><td>Worst vdd rail ir drop</td><td>0.07275 mV</td></tr>
<tr><td>Power share of the clock group</td><td>0%</td></tr>
<tr><td>Switching pwr</td><td>0.05311 mW</td></tr>
<tr><th colspan="2">Worst setup path</th></tr>
<tr><td>Crit path kind</td><td>in2out</td></tr>
<tr><td>Type of destination of the critical path</td><td>primary output</td></tr>
<tr><td>Required time reported for the critical path endpoint</td><td>5.12 ns</td></tr>
<tr><td>Category of the worst setup path launch point</td><td>input port</td></tr>
<tr><td>WP data arrival</td><td>4.83 ns</td></tr>
<tr><td>Largest fanout on the critical path</td><td>10</td></tr>
<tr><th colspan="2">Routing</th></tr>
<tr><td>Number of DRC violations after detailed-routing iteration 0</td><td>22</td></tr>
<tr><td>Number of detailed-route iterations in the first pass</td><td>4</td></tr>
<tr><td>Number of antenna cells inserted</td><td>0</td></tr>
<tr><td>Detailed-route vias per instance</td><td>4.565</td></tr>
<tr><td>DR DRC count</td><td>0</td></tr>
<tr><td>Total number of vias</td><td>767</td></tr>
<tr><td>Wire length per cell</td><td>10.92 um</td></tr>
<tr><td>Antenna violation net count after detailed routing</td><td>0</td></tr>
<tr><td>Total wirelength of the detailed-routed design</td><td>1.835 mm</td></tr>
<tr><th colspan="2">Worst hold path</th></tr>
<tr><td>Hold Path Depth</td><td>3</td></tr>
<tr><td>Hold crit path type</td><td>in2out</td></tr>
<tr><th colspan="2">Placement</th></tr>
<tr><td>Quantity of I/O buffers inserted on ports</td><td>16</td></tr>
<tr><td>Last weighted congestion value of the routability-driven placer</td><td>0.8180</td></tr>
<tr><td>Detailed placement HPWL</td><td>1.527 mm</td></tr>
<tr><th colspan="2">Synthesis</th></tr>
<tr><td>Count of synthesis-stage warnings from yosys</td><td>1</td></tr>
<tr><td>Cells in synth_stat.txt</td><td>102</td></tr>
<tr><td>Area of the mapped netlist</td><td>782.0 um^2</td></tr>
<tr><td>Synthesized instance count</td><td>102</td></tr>
<tr><td>Portion of the post-synthesis area used by sequential elements</td><td>0%</td></tr>
<tr><td>Yosys-reported design area after synthesis</td><td>782.0 um^2</td></tr>
<tr><td>Number of unique standard cell types used by synthesis</td><td>38</td></tr>
<tr><td>Synth Area per Inst</td><td>7.667 um^2</td></tr>
<tr><th colspan="2">Global routing</th></tr>
<tr><td>Total overflow reported by the global router</td><td>0</td></tr>
<tr><td>First-pass GRT wire length</td><td>3.174 mm</td></tr>
<tr><td>Number of global-route vias before repair</td><td>751</td></tr>
<tr><td>Number of antenna violations at the first check in global routing</td><td>0</td></tr>
<tr><td>Pin count of the biggest net entering global routing</td><td>13</td></tr>
<tr><td>GRT Resource Usage Total</td><td>5.767%</td></tr>
<tr><th colspan="2">Run</th></tr>
<tr><td>Stage-log warning count</td><td>32</td></tr>
<tr><td>Max-Cap Viols</td><td>0</td></tr>
<tr><th colspan="2">Status</th></tr>
<tr><td>Result of the run</td><td>completed</td></tr>
</table>
==> through the flow <==
stage          hold WS (ns)  worst slack (ns)  cells  instance area [um^2]  total power, mW
2_1_floorplan         2.612             1.137    102                 782.0          0.06724
3_3_place_gp          3.590           0.02926    168                  1028           0.1266
3_5_place_dp          3.592           0.06100    168                  1028           0.1261
4_1_cts               3.591          0.002351    168                  1028           0.1274
5_1_grt               3.321           0.02031    168                  1096           0.1505
6_report              3.285            0.2895    168                  1096           0.1334
==> cells in the mapped netlist (3+ instances only) <==
library cell / instances / area share, %
sky130_fd_sc_hd__xnor2_1: 6 / 6.7
sky130_fd_sc_hd__nand2_1: 7 / 3.4
sky130_fd_sc_hd__nor2_1: 5 / 2.4
sky130_fd_sc_hd__a21oi_1: 10 / 6.4
sky130_fd_sc_hd__mux2i_1: 9 / 12
sky130_fd_sc_hd__o21ai_0: 7 / 4.5
sky130_fd_sc_hd__and2_1: 3 / 2.4
sky130_fd_sc_hd__ha_1: 9 / 14
sky130_fd_sc_hd__xor2_1: 4 / 4.5
sky130_fd_sc_hd__inv_1: 6 / 2.9
==> per-layer routing <==
metal | wire (um) | GRT usage (%)
met5 | 0 | 0
met2 | 871 | 10.43
met1 | 904 | 7.314
met4 | 28 | 1.056
met3 | 31 | 0.3409
==> cell families (layout without fill, tap and decap cells) <==
| group | count (synthesis) | count (layout) | share of synthesized area (%) |
|---|---|---|---|
| adders and majority gates | 11 | 11 | 19.52 |
| xor gates and xnor gates | 10 | 10 | 11.20 |
| AOI/OAI and AO/OA | 31 | 31 | 25.60 |
| buffers and inverters | 13 | 33 | 9.279 |
| and+or+nand+nor | 27 | 27 | 21.44 |
| muxes | 10 | 10 | 12.96 |
==> power groups by stage <==
stage	Sequential (mW)	Combinational (mW)	Clock [mW]
CTS	0	0.127	0
global route	0	0.151	0
finish	0	0.133	0
==> cell type report <==
type	count	area, um^2	share of cell area, %
multi-input cells	89	769.5	70.21
repair buffers	26	242.7	22.15
inverters	7	26.28	2.397
well taps	46	57.56	5.251
==> worst paths after layout <==
kind                  start  endpoint  slack (ns)
worst max-delay path   A[2]      P[7]        0.29
worst min-delay path   A[0]      P[0]        3.28
==> critical path, stage by stage <==
cell and delay, ns:
sky130_fd_sc_hd__clkdlybuf4s50_1 0.49, sky130_fd_sc_hd__buf_4 0.21, sky130_fd_sc_hd__xor2_2 0.17, sky130_fd_sc_hd__mux2i_1 0.09, sky130_fd_sc_hd__a22o_1 0.23, sky130_fd_sc_hd__ha_1 0.32
sky130_fd_sc_hd__a21o_1 0.19, sky130_fd_sc_hd__a21oi_2 0.16, sky130_fd_sc_hd__xnor2_2 0.14, sky130_fd_sc_hd__ha_1 0.25, sky130_fd_sc_hd__a21o_2 0.19, sky130_fd_sc_hd__a21oi_2 0.14
sky130_fd_sc_hd__xor2_1 0.19, sky130_fd_sc_hd__xnor2_1 0.16, sky130_fd_sc_hd__xnor2_1 0.14, sky130_fd_sc_hd__clkdlybuf4s50_1 0.49
No activity file was given, so power comes from the tool's default toggle rates.
